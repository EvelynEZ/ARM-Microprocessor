$ cat design/flow/config.mk
export PLATFORM = sky130hd
export DESIGN_NAME = alu
export DESIGN_NICKNAME = alu
export VERILOG_FILES = /design/flow/design.v
export SDC_FILE = /design/flow/constraint.sdc
export NUM_CORES = 4
export LEC_CHECK = 1
export CORE_UTILIZATION = 40
$ cat design/flow/constraint.sdc
current_design alu

set clk_period 47.9
set clk_io_pct 0.2

create_clock -name clk0 -period $clk_period

set non_clock_inputs [all_inputs -no_clocks]
set_input_delay [expr $clk_period * $clk_io_pct] -clock clk0 $non_clock_inputs
set_output_delay [expr $clk_period * $clk_io_pct] -clock clk0 [all_outputs]
$ cat design/flow/design.v
`timescale 1ns/10ps
module adderSubtractor (Cin, Cout, Sub, A, B, S);
	input Cin, A, B, Sub;
	output Cout, S;
	wire Bi, notB;
	not #5 N (notB, B);	
	mux2_1 m (.out(Bi), .i1(notB), .i0(B), .sel(Sub));
	fullAdder add (.Cin(Cin), .Cout(Cout), .A(A), .B(Bi), .S(S));
endmodule
module fullAdder (Cin, Cout, A, B, S);
	input Cin, A, B;
	output Cout, S;
	wire AxorB, AandB, ABandC;
	xor #5 G1 (AxorB, A, B);
	and #5 G2 (AandB, A, B);
	xor #5 G3 (S, AxorB, Cin);
	and #5 G4 (ABandC,AxorB, Cin);
	or  #5 G5 (Cout, ABandC, AandB);
endmodule
module fullAdder_64 (A, B, S);
   input [63: 0] A, B;
	output [63:0] S;
	logic [63:0] Cout;
	fullAdder fulAdd (.Cin(1'b0), .Cout(Cout[0]), .A(A[0]), .B(B[0]), .S(S[0]));
	genvar i;
	generate 
		for ( i = 1; i< 64; i++) begin : eachs
			fullAdder eachFullAdder (.Cin(Cout[i - 1]), .Cout(Cout[i]), .A(A[i]), .B(B[i]), .S(S[i]));
		end
	endgenerate
	endmodule
`timescale 1ns/10ps
module alu(A, B, cntrl, result, negative, zero, overflow, carry_out);
	input logic [63:0] A, B;
	input logic [2:0] cntrl;
	output logic [63:0] result;
	output logic zero, overflow, carry_out, negative;
	wire [63:0] Cout;
	bitslice b0 (.cntrl(cntrl[2:0]), .A(A[0]), .B(B[0]), .Cin(cntrl[0]), .Cout(Cout[0]), .result(result[0]));
	genvar i;
	generate 
		for ( i = 1; i< 64; i++) begin : res
			bitslice b (.cntrl(cntrl[2:0]), .A(A[i]), .B(B[i]), .Cin(Cout[i-1]), .Cout(Cout[i]), .result(result[i]));
		end
	endgenerate
	testZero t1 (.in(result), .out(zero));
	assign negative = result[63];
	xor #5 G2 (overflow, Cout[62], Cout[63]);
	assign carry_out = Cout[63];
endmodule
`timescale 1ns/10ps
module bitslice (cntrl, A, B, Cin, Cout, result);
	input logic [2:0] cntrl;
	input logic A, B, Cin;
	output logic Cout, result;
	wire add, subtract,AandB, AorB, AxorB;
	wire [7:0] in;
	assign in[7] = 1'bx;	       
	xor #5 I6 (in[6], A, B);	 
	or #5 I5 (in[5], A, B);    
	and #5 I4 (in[4], A, B);   
	adderSubtractor I32 (.Cin(Cin), .Cout(Cout), .Sub(cntrl[0]), .A(A), .B(B), .S(in[3]));  
	assign in[2] = in[3];
	assign in[1] = 1'bx;			 
	assign in[0] = B;           
	mux8_1 slice (.out(result), .i(in), .sel(cntrl));
endmodule 
`timescale 1ns/10ps
module mux64 (DataIn, DataOut, select, clk);
	input [31:0][63:0] DataIn ;
	input [4:0] select;
	input clk;
	output [63:0] DataOut;
	logic [63:0][31:0] Flipped;  
	flip F (.dataIn(DataIn),.dataOut(Flipped));
   genvar i;
	generate
	for (i = 0; i < 64; i = i+1) 
	begin : muxs
		mux32_1 M (.data_in(Flipped[i]), .data_out(DataOut[i]), .select(select));
   end
	endgenerate
endmodule
module flip(dataIn, dataOut);
   input logic [31:0] [63:0] dataIn;
	output logic [63:0] [31:0] dataOut;
	always @(*) begin
		for (int i = 0; i < 64; i = i+1) begin
			 for (int j = 0; j < 32; j = j+1)begin 
				 dataOut[i][j] <= dataIn[j][i];
			 end
		end
	end
endmodule
module mux32_1 (data_in, data_out, select);
	output data_out;
	input [31:0] data_in;
	input [4:0] select;
	wire [1:0] w;
	mux16_1 m1 (.out(w[1]), .in(data_in[31:16]), .selector(select[3:0]));
	mux16_1 m2 (.out(w[0]), .in(data_in[15:0]), .selector(select[3:0]));
	mux2_1 m (.out(data_out), .i1(w[1]), .i0(w[0]), .sel(select[4]));
endmodule 
module mux16_1(out, in, selector);
  output  out;
  input  [15:0] in;
  input  [3:0] selector;
  wire [3:0] w;
  mux4_1 m3 (.out(w[3]), .i(in[15:12]), .sel(selector[1:0]));
  mux4_1 m2 (.out(w[2]), .i(in[11:8]), .sel(selector[1:0]));
  mux4_1 m1 (.out(w[1]), .i(in[7:4]), .sel(selector[1:0]));
  mux4_1 m0 (.out(w[0]), .i(in[3:0]), .sel(selector[1:0]));
  mux4_1 m (.out, .i(w), .sel(selector[3:2]));
endmodule
module mux8_1 (out, i, sel);
	output logic out;
	input logic [7:0] i;
	input logic [2:0] sel;
	wire v2, v3;
	mux4_1 m1 (.out(v2), .i(i[3:0]), .sel(sel[1:0]));
	mux4_1 m0 (.out(v3), .i(i[7:4]), .sel(sel[1:0]));
	mux2_1 m (.out(out), .i1(v3), .i0(v2), .sel(sel[2]));
endmodule
module mux4_1(out, i, sel);
 output logic out;
 input logic [3:0]i;
 input logic [1:0]sel;
 wire v0, v1;
 mux2_1 m1(.out(v1), .i1(i[3]), .i0(i[2]), .sel(sel[0]));
 mux2_1 m0(.out(v0), .i1(i[1]), .i0(i[0]), .sel(sel[0]));
 mux2_1 m (.out(out), .i1(v1), .i0(v0), .sel(sel[1]));
endmodule
module mux2_1(out, i1, i0, sel);
  output logic out;
  input logic i0, i1, sel;
  wire selnot;
  wire temp1, temp2;
  not #5 Q0  (selnot, sel);
  and #5 Q1  (temp1, sel, i1);
  and #5 Q2  (temp2, selnot, i0);
  or  #5 Q3  (out, temp1, temp2);
endmodule
module mux_5(DataIn1, DataIn0, DataOut, Select);
	input Select;
	input[4:0] DataIn1, DataIn0;
	output logic [4:0] DataOut;
	genvar i;
	generate
	for (i = 0; i < 5; i++) begin: eachIn
		mux2_1 M (.out(DataOut[i]), .i1(DataIn1[i]), .i0(DataIn0[i]), .sel(Select));
	end
	endgenerate
endmodule
module mux_64(DataIn1, DataIn0, DataOut, Select);
	input Select;
	input[63:0] DataIn1, DataIn0;
	output[63:0] DataOut;
	genvar i;
	generate
	for (i = 0; i < 64; i++) begin: eachIn
		mux2_1 M (.out(DataOut[i]), .i1(DataIn1[i]), .i0(DataIn0[i]), .sel(Select));
	end
	endgenerate
endmodule
module mux64_4_1  (out, i3, i2, i1, i0, Selector);
	input logic [63:0] i3, i2, i1, i0;
	input logic [1:0] Selector;
	output [63:0] out;
	genvar i;
	generate
	for (i = 0; i < 64; i++) begin: eachIn
		mux4_1 M (.out(out[i]), .i({i3[i], i2[i], i1[i], i0[i]}), .sel(Selector));
	end
	endgenerate
endmodule
`timescale 1ns/10ps
module testZero (in, out);
	input logic [63:0]  in;
	output logic out;
	wire [2:0] finalOut;
	or24 O1 (.in(in[23:0]), .out(finalOut[0]));
	or24 O2 (.in(in[47:24]), .out(finalOut[1]));
	or24 O3 (.in({8'b0, in[63:48]}), .out(finalOut[2]));
	nor #5 o4 (out, finalOut[0], finalOut[1], finalOut[2]);
endmodule
module or24 (in, out);
	input logic [23:0] in;
	output logic out;
	wire [2:0] secondOut;
	or9 o5 (.in(in[8:0]), .out(secondOut[0]));
	or9 o6 (.in(in[17:9]), .out(secondOut[1]));
	or9 o7 (.in({2'b0, in[23:17]}), .out(secondOut[2]));
	or #5 o8 (out, secondOut[0], secondOut[1], secondOut[2]);
endmodule
module or9 (in, out);
	input logic [8:0] in;
	output logic out;
	wire [3:0] thirdOut;
	or #5 o9 (thirdOut[0], in[0], in[1], in[2]);
	or #5 o10 (thirdOut[1], in[3], in[4], in[5]);
	or #5 o11 (thirdOut[2], in[6], in[7], in[8]);
	or #5 o12 (out, thirdOut[0], thirdOut[1], thirdOut[2]);
endmodule
$ cat design/flow/run.sh
#!/bin/bash
# OpenROAD 26Q1-2900-gdf79404cd8, Yosys 0.63+post, stock flow scripts
make -C /OpenROAD-flow-scripts/flow DESIGN_CONFIG=/design/flow/config.mk WORK_HOME=/design/flow/orfs finish
==> flow_summary.rst <==
Implementation results
======================

.. list-table::
   :header-rows: 1

   * - Metric
     - Value
   * - Drt initial violations
     - ~210
   * - Cell type with the largest total area after synthesis
     - sky130_fd_sc_hd__ha_1
   * - Peak Freq
     - 21.3 MHz
   * - Slew @ Worst Pin
     - 0.760 ns
   * - Launching instance or port of the critical path
     - B[1]
   * - Capture point of the worst path
     - zero
   * - Max-cap violation count
     - 0
   * - Total of cells resized after clock tree synthesis
     - 0
   * - Count of filler cells inserted in the layout
     - ~1800
   * - Fraction of power consumed by sequential logic
     - 0%
   * - Port-buffer cells
     - 199
   * - Number of cells produced by synthesis
     - 836
   * - Tool warnings
     - between 90 and 100
   * - Crit-path max FO
     - 3
   * - DP Wirelength
     - 16100 µm
   * - Setup repair after global routing missed its margin
     - false
   * - Commonest Layout Cell
     - sky130_fd_sc_hd__clkdlybuf4s50_1
   * - Data required time at the worst endpoint
     - 38.32 ns
   * - Most frequent logic cells in the routed design
     - sky130_fd_sc_hd__clkdlybuf4s50_1 (196), sky130_fd_sc_hd__inv_1 (191), sky130_fd_sc_hd__ha_1 (191)
   * - All-layer global routing usage
     - 21.3%
   * - Cell area leaders
     - sky130_fd_sc_hd__ha_1 (31%), sky130_fd_sc_hd__fa_1 (16%), sky130_fd_sc_hd__inv_1 (9.4%), sky130_fd_sc_hd__mux2i_1 (8.4%), sky130_fd_sc_hd__o221ai_1 (7.2%)
   * - Utilization after layout
     - 49.8%
   * - Combinational gate area
     - 6230 µm²
   * - Number of nets with antenna violations after routing
     - 0
   * - HP Class
     - input pin to output port
   * - Total area of sequential cells
     - 0 µm²
   * - Hold Buf Count CTS
     - 0
   * - Die Wd
     - 140 µm
   * - Met1 layer wirelength in the final routing
     - 9530 µm
   * - Routed wire length
     - 19700 µm
   * - Final setup vio count
     - 0
   * - Kind of end point of the critical path
     - output port
   * - Die Ht
     - 140 µm
   * - Die area
     - slightly below 20000 µm²
   * - CLK BUF
     - 0
   * - Placer congestion estimate
     - 0.904
   * - Amount of wire on met2 after detailed routing
     - 9220 µm
   * - Final sum of negative setup slack
     - 0 ns
   * - Leakage power
     - 4.69 nW
   * - Area grow syn2layout
     - 21.6%
   * - Pin count of the biggest net entering global routing
     - 61
   * - Core ar.
     - 18700 µm²
   * - Vias in the first global route
     - 6007
   * - CP peak stage delay
     - 0.54 ns
   * - Synthesized chip area reported by yosys
     - 7650 µm²
   * - Fraction of power consumed by the clock network
     - 0%
   * - Met3 routed WL
     - around 940 µm
   * - Reported net switching power
     - 0.0459 mW
   * - Seq cells
     - 0
   * - Wire length of the first global-routing pass
     - 32400 µm
   * - Worst endpoint data arrival time
     - between 30 and 40 ns
   * - Layout cells sized above 1
     - 6.82%
   * - Ports placed on the boundary
     - 199
   * - Fraction of the core area occupied by cells at floorplan
     - 40.9%
   * - Power Total
     - about 0.1 mW
   * - CP max-delay cell
     - sky130_fd_sc_hd__clkdlybuf4s50_1
   * - Internal
     - 0.0569 mW
   * - Most frequent cell on the critical path
     - sky130_fd_sc_hd__fa_1
   * - Worst max-slew margin expressed relative to the limit
     - 49.3%
   * - Critical Setup Path Class
     - input pin to output port
   * - IR Drop Worst-Case VDD
     - roughly 0.0065 mV
   * - Startpoint kind of the worst setup timing path
     - input pin
   * - Area of the mapped netlist
     - 7650 µm²
   * - Remaining DRCs
     - 0
   * - Iteration tally of the first detailed-router pass
     - 4
   * - Via total after detailed routing
     - 5874
   * - Number of antenna violations at the first check in global routing
     - 1
   * - Share of the yosys chip area belonging to registers
     - 0%
   * - Post-route fraction of the period consumed by the critical path
     - 97.9%
   * - Sum of overflow across all layers after global routing
     - 0
   * - Smallest setup slack after layout
     - 1.02 ns
   * - Count of standard-cell rows
     - about 50
   * - Pre-CTS WS
     - between 0.8 and 0.9 ns
   * - Pwr per Cell Area
     - 11.0 nW/µm²
   * - Top Metal Used
     - met4
   * - Number of cells in the finished layout apart from fillers
     - between 1000 and 1500
   * - Combinational group share of total power
     - 100.0%
   * - Cell count listed in synth_stat.txt
     - 836
   * - Synth Area per Inst
     - 9.15 µm²
   * - Wire length per cell
     - approximately 17 µm
   * - Number of cells after detailed placement
     - between 1000 and 1500
   * - Final Slew Violations
     - 0
   * - Number of library cell types mapped by synthesis
     - 23
   * - Number of post-CTS setup repair buffers
     - 0
   * - DR vias/cell
     - 5.00
   * - Final critical-path required period
     - 46.88 ns
   * - Result of the run
     - finished, final reports clean
   * - Hold violation total from the final report
     - 0
   * - Proportion of total power due to net switching
     - between 40 and 50%
   * - Top cell type's share of synthesized area
     - between 30% and 40%
   * - Total number of yosys warnings
     - 0
worst max-delay path, delay by kind of cell:
kind | cells | cell delay [ns]
adders and majority gates | 64 | 25.40
buffers and inverters | 3 | 1.04
and+or+nand+nor | 3 | 0.75
muxes | 1 | 0.27
AOI/OAI and AO/OA | 1 | 0.22
synth_stat cells (all sizes together):
cell type and count:
mux2 63, nor4 17, nand3 1, buf 95, nand2b 1, fa 63
xor2 1, inv 192, or3 1, mux2i 64, nand4 4, o31a 1
o311ai 1, nand2 2, ha 191, clkbuf 11, o21a 63, o221ai 63
o21ai 2
metrics by stage:
step           instance area [µm²]  hold slack, ns
6_report                      9310           20.02
5_1_grt                       9310           20.04
4_1_cts                       9300           20.02
3_5_place_dp                  9300           20.02
3_3_place_gp                  9300           20.02
2_1_floorplan                 7650           19.32
routing by layer:
layer,up-vias,track usage [%]
met5,-,0
met4,0,1.39
met3,3,2.44
met2,133,35.3
met1,2744,31.4
li1,2994,-
cells by family after synthesis:
group                    Yosys count  share of synthesized area, %
AND/OR/NAND/NOR                   26                          2.13
AND-OR/OR-AND                    130                          13.8
multiplexers                     127                          17.6
XOR/XNOR                           1                         0.114
buffers and inverters            298                          18.6
adder cells (fa/ha/maj)          254                          47.7
how the worst min path moves through the flow:
stage	start	end	slack, ns	cells past startpoint
after CTS	cntrl[2]	result[39]	20.02	3
after global routing	cntrl[2]	result[39]	20.04	3
final	cntrl[2]	result[39]	20.02	3
power groups by stage:
stage / Clock, mW / Sequential (mW) / Combinational [mW]
after CTS: 0 / 0 / 0.104
after global routing: 0.00000000281 / 0 / 0.118
final: 0.00000000281 / 0 / 0.103
cell type report:
cell class	instances	share of cell area [%]
multi-input combinational	538	66.9
timing repair buffer	209	22.1
inverter	192	7.74
tap	234	3.15
antenna	1	0.0269
Power and IR drop assume default switching activity.
