[run.sh]
#!/bin/bash
# OpenROAD 26Q1-2900-gdf79404cd8, Yosys 0.63+post, stock flow scripts
make -C /OpenROAD-flow-scripts/flow DESIGN_CONFIG=/design/flow/config.mk WORK_HOME=/design/flow/orfs finish
[config.mk]
export PLATFORM = sky130hd
export DESIGN_NAME = mux64_4_1
export DESIGN_NICKNAME = mux64_4_1
export VERILOG_FILES = /design/flow/design.v
export SDC_FILE = /design/flow/constraint.sdc
export NUM_CORES = 4
export LEC_CHECK = 1
export CORE_AREA = 10 10 131 131
export DIE_AREA = 0 0 141 141
[constraint.sdc]
current_design mux64_4_1

set clk_period 1.1
set clk_io_pct 0.2

create_clock -name clk0 -period $clk_period

set non_clock_inputs [all_inputs -no_clocks]
set_input_delay [expr $clk_period * $clk_io_pct] -clock clk0 $non_clock_inputs
set_output_delay [expr $clk_period * $clk_io_pct] -clock clk0 [all_outputs]
[design.v]
`timescale 1ns/10ps
module mux64 (DataIn, DataOut, select, clk);
	input [31:0][63:0] DataIn ;
	input [4:0] select;
	input clk;
	output [63:0] DataOut;
	logic [63:0][31:0] Flipped;  
	flip F (.dataIn(DataIn),.dataOut(Flipped));
   genvar i;
	generate
	for (i = 0; i < 64; i = i+1) 
	begin : muxs
		mux32_1 M (.data_in(Flipped[i]), .data_out(DataOut[i]), .select(select));
   end
	endgenerate
endmodule
module flip(dataIn, dataOut);
   input logic [31:0] [63:0] dataIn;
	output logic [63:0] [31:0] dataOut;
	always @(*) begin
		for (int i = 0; i < 64; i = i+1) begin
			 for (int j = 0; j < 32; j = j+1)begin 
				 dataOut[i][j] <= dataIn[j][i];
			 end
		end
	end
endmodule
module mux32_1 (data_in, data_out, select);
	output data_out;
	input [31:0] data_in;
	input [4:0] select;
	wire [1:0] w;
	mux16_1 m1 (.out(w[1]), .in(data_in[31:16]), .selector(select[3:0]));
	mux16_1 m2 (.out(w[0]), .in(data_in[15:0]), .selector(select[3:0]));
	mux2_1 m (.out(data_out), .i1(w[1]), .i0(w[0]), .sel(select[4]));
endmodule 
module mux16_1(out, in, selector);
  output  out;
  input  [15:0] in;
  input  [3:0] selector;
  wire [3:0] w;
  mux4_1 m3 (.out(w[3]), .i(in[15:12]), .sel(selector[1:0]));
  mux4_1 m2 (.out(w[2]), .i(in[11:8]), .sel(selector[1:0]));
  mux4_1 m1 (.out(w[1]), .i(in[7:4]), .sel(selector[1:0]));
  mux4_1 m0 (.out(w[0]), .i(in[3:0]), .sel(selector[1:0]));
  mux4_1 m (.out, .i(w), .sel(selector[3:2]));
endmodule
module mux8_1 (out, i, sel);
	output logic out;
	input logic [7:0] i;
	input logic [2:0] sel;
	wire v2, v3;
	mux4_1 m1 (.out(v2), .i(i[3:0]), .sel(sel[1:0]));
	mux4_1 m0 (.out(v3), .i(i[7:4]), .sel(sel[1:0]));
	mux2_1 m (.out(out), .i1(v3), .i0(v2), .sel(sel[2]));
endmodule
module mux4_1(out, i, sel);
 output logic out;
 input logic [3:0]i;
 input logic [1:0]sel;
 wire v0, v1;
 mux2_1 m1(.out(v1), .i1(i[3]), .i0(i[2]), .sel(sel[0]));
 mux2_1 m0(.out(v0), .i1(i[1]), .i0(i[0]), .sel(sel[0]));
 mux2_1 m (.out(out), .i1(v1), .i0(v0), .sel(sel[1]));
endmodule
module mux2_1(out, i1, i0, sel);
  output logic out;
  input logic i0, i1, sel;
  wire selnot;
  wire temp1, temp2;
  not #5 Q0  (selnot, sel);
  and #5 Q1  (temp1, sel, i1);
  and #5 Q2  (temp2, selnot, i0);
  or  #5 Q3  (out, temp1, temp2);
endmodule
module mux_5(DataIn1, DataIn0, DataOut, Select);
	input Select;
	input[4:0] DataIn1, DataIn0;
	output logic [4:0] DataOut;
	genvar i;
	generate
	for (i = 0; i < 5; i++) begin: eachIn
		mux2_1 M (.out(DataOut[i]), .i1(DataIn1[i]), .i0(DataIn0[i]), .sel(Select));
	end
	endgenerate
endmodule
module mux_64(DataIn1, DataIn0, DataOut, Select);
	input Select;
	input[63:0] DataIn1, DataIn0;
	output[63:0] DataOut;
	genvar i;
	generate
	for (i = 0; i < 64; i++) begin: eachIn
		mux2_1 M (.out(DataOut[i]), .i1(DataIn1[i]), .i0(DataIn0[i]), .sel(Select));
	end
	endgenerate
endmodule
module mux64_4_1  (out, i3, i2, i1, i0, Selector);
	input logic [63:0] i3, i2, i1, i0;
	input logic [1:0] Selector;
	output [63:0] out;
	genvar i;
	generate
	for (i = 0; i < 64; i++) begin: eachIn
		mux4_1 M (.out(out[i]), .i({i3[i], i2[i], i1[i], i0[i]}), .sel(Selector));
	end
	endgenerate
endmodule
==> run notes <==
fresh numbers from the pnr run: GP Congestion=approximately 0.85, Final period util=130%, Max Clock Freq=0.697 GHz, failing checks=setup timing, final hold vios=0, synthesis-to-layout area growth=130%, YS warnings=0, Die H=~140 um, chip area=approximately 20,000 sq um, # fillers=1,519, Largest stage delay, worst path=~0.47 ns, total gr overflow=0, effective utilization at floorplan=14.6%, Avg Inst Size Synth=14.8 sq um, antenna-violating nets left=0, Slew Limit Fails=0, Worst EP arrival=1.21 ns, Vias=2,407, Initial DRC Count=approximately 54, Cell area leaders=mux4_2 64%, buf_4 23%, buf_12 5.7%, ys cells=roughly 140, flip-flops=0, wire length of the first global-routing pass=18,300 um, Reg area=0 sq um, mean number of vias per cell=4.03, Synth Cell Area=around 2100 sq um, layout cells sized above 1=38.0%, GRT Total Usage=between 10% and 20%, pin count of the biggest net entering global routing=34, Yosys top cell by area=mux4_2, Worst Tran Pin Value=0.195 ns, Worst Setup End Kind=primary output, Cells after Synth=~140, DP Wirelength=between 10,000 and 15,000 um, Slowest-stage cell, CP=mux4_2, # hold bufs at CTS=0, outcome=finished, violations left, setup violators final=64, Min Clock Period, post-route=1.43 ns, Layout clock buffers=0, I/O pin count=approximately 320, WL per Instance=approximately 21 um, logic area=between 1000 and 1500 sq um, sequential element share of the synthesized area=0%, final worst setup slack=-0.334 ns, vias in the first global route=2,923, Yosys chip area=2100 sq um, Required @ worst endpoint=0.88 ns, critical path type=input pin to primary output, Core Region=14,400 sq um, VDD IR-drop max=approximately 0.11 mV, crit path max fanout=1, router iterations before antenna repair=4, final wirelength=around 13,000 um, Rows=44, Log Warnings=35, initial antenna violation count=3, RSZ-0062 raised after global routing=yes, Placement Setup Slack=-0.833 ns, Leak=2.45 nW, IO Port Bufs=322, drc violations=0, DIE WIDTH=around 140 um, top cell type's share of synthesized area=64.2%, CP Launch Type=input pin, min-delay worst type=input pin to primary output, Pwr Density=roughly 330 nW/um^2, MaxCap Viol Count=0, Power, Total=about 0.0016 W, Slew Limit Headroom=87.0%, CP cell instances=clkdlybuf4s50_1 -> mux4_2 -> buf_2, Cell Type Count=7
## report_power, final
part                 total, W    internal (W)  switching (W)  leakage, nW
Sequential                  0               0              0            0
Clock          0.000000000365  0.000000000365              0    0.0000190
Combinational         0.00159         0.00117       0.000418         2.45
## worst max-delay path: cells and delay by family
| kind | cells | cell delay, ns |
|---|---|---|
| buf+inv | 2 | 0.52 |
| mux | 1 | 0.47 |
## cell usage after synthesis (all sizes together)
library cell	count
clkbuf	1
buf	77
mux4	64
## placed cells by master, fill, tap and decap left out, drive strengths merged
| cell | count |
|---|---|
| mux4 | 64 |
| clkdlybuf4s50 | 11 |
| clkbuf | 1 |
| clkdlybuf4s15 | 7 |
| dlygate4sd2 | 207 |
| buf | 91 |
| dlymetal6s2s | 30 |
| diode | 3 |
## per-layer routing
| metal | wire length [um] | global-route usage, % | vias to the layer above |
|---|---|---|---|
| li1 | - | - | 1088 |
| met1 | 4500 | 13.6 | 1150 |
| met2 | 6720 | 21.6 | 167 |
| met3 | 1600 | 5.76 | 2 |
| met4 | 19 | 0.163 | 0 |
| met5 | 0 | 0 | - |
## path summary, 6_finish.rpt
check	startpoint	to	slack, ns	depth (start not counted)
hold / removal	i1[0]	out[0]	0.82	3
setup / recovery	i2[41]	out[41]	-0.33	3
## stage by stage
stage                     instance area [sq um]  cells  hold WS [ns]  util (%)  TNS [ns]
after global routing                       4840    598         0.837      33.5    -18.39
final                                      4840    598         0.821      33.5    -15.94
after global placement                     5080    584          1.43      35.2    -47.78
after detailed placement                   5080    584          1.43      35.2    -48.41
after CTS                                  4730    594         0.893      32.8    -17.21
after floorplan                            2110    142         0.713         -    -14.22
## cell type report
cell class | instances | share of cell area, %
repair buffers | 347 | 65.3
multi-input cells | 64 | 29.8
diodes | 3 | 0.155
well taps | 184 | 4.76
## repair_timing
action | CTS | global route
pin swaps | 0 | 0
setup buffers | 6 | 1
resized | 451 | 32
setup endpoints to repair | 64 | 64
gates cloned | 4 | 1
## logic make-up after synthesis
| family | after synthesis | share of synthesized area (%) |
|---|---|---|
| buf+inv | 78 | 30.8 |
| mux | 64 | 69.2 |
No activity file was given, so power comes from the tool's default toggle rates.
