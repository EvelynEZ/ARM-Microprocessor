<file path="flow/design.v">
module D_FF ( q, d, reset, clk);
   output reg q ;
	input d, reset, clk;
	always_ff @(posedge clk)
	if (reset)
		q <= 0;   
	else 
		q <= d;  
endmodule
module D_FF_Neg ( q, d, reset, clk);
   output reg q ;
	input d, reset, clk;
	always_ff @(negedge clk)
	if (reset)
		q <= 0;   
	else 
		q <= d;  
endmodule
module D_FF_3 (q, d, reset, clk);
    input logic reset, clk;
	input logic [2:0] d; 
	output [2:0] q;
	genvar i;
	generate 
		for (i = 0; i < 3; i++) begin: eachDFF3
			D_FF d (.q(q[i]), .d(d[i]),.reset, .clk);
		end
	endgenerate
endmodule
module D_FF_5 (q, d, reset, clk);
    input logic reset, clk;
    input logic [4:0] d;
    output [4:0] q;
	genvar j;
	generate 
		for (j = 0; j < 5; j++) begin: eachDFF5
			D_FF d (.q(q[j]), .d(d[j]),.reset, .clk);
		end
	endgenerate
endmodule
module D_FF_32 (q, d, reset, clk);
    input logic reset, clk;
    input logic [31:0] d;
    output [31:0] q;
	genvar k;
	generate 
		for (k = 0; k < 32; k++) begin: eachDFF32
			D_FF d (.q(q[k]), .d(d[k]),.reset, .clk);
		end
	endgenerate
endmodule
module D_FF_64 (q, d, reset, clk);
    input logic reset, clk;
    input logic [63:0] d;
    output [63:0] q;
	genvar h;
	generate 
		for (h = 0; h < 64; h++) begin: eachDFF64
			D_FF d (.q(q[h]), .d(d[h]),.reset, .clk);
		end
	endgenerate
endmodule
module IF_To_DEC (instruction_out, instruction_in, PC_in, PC_out, PC0, PC0_Decode, reset, clk); 
	input logic [31:0] instruction_in;
	input logic [63:0] PC_in, PC0;
	output [31:0] instruction_out;
	output [63:0] PC_out, PC0_Decode;
	input reset, clk;
	D_FF_32 instr_Keep (.q(instruction_out), .d(instruction_in), .reset, .clk);
	D_FF_64 PC_Keep (.q(PC_out), .d(PC_in), .reset, .clk);
	D_FF_64 PC0_Keep (.q(PC0_Decode), .d(PC0), .reset, .clk);
endmodule
module DEC_To_EXE (clk, reset, PC0_in, Aw, readData1, readData2,newAddress, MemRead, MemtoReg, MemWrite, ALUSrc, RegWrite, setFlag,  bl,  ALUControl, 
   PC0_out, Aw_EXE, readData1_EXE, readData2_EXE, newAddress_EXE, MemRead_EXE, MemtoReg_EXE, MemWrite_EXE, ALUSrc_EXE, RegWrite_EXE, setFlag_EXE,  bl_EXE, ALUControl_EXE);
	input logic MemRead, MemtoReg, MemWrite, ALUSrc, RegWrite, setFlag, bl, clk, reset;
	input logic [2:0] ALUControl;
	input logic [4:0] Aw;
	input logic [63:0] PC0_in, readData1, readData2, newAddress;
	output MemRead_EXE, MemtoReg_EXE, MemWrite_EXE, ALUSrc_EXE, RegWrite_EXE, setFlag_EXE, bl_EXE;
	output [2:0] ALUControl_EXE;
	output [4:0] Aw_EXE;
	output [63:0] PC0_out, readData1_EXE, readData2_EXE, newAddress_EXE;
	D_FF MemRead_Keep (.q(MemRead_EXE), .d(MemRead), .reset, .clk);
	D_FF MemtoReg_Keep (.q(MemtoReg_EXE), .d(MemtoReg), .reset, .clk);
	D_FF MemWrite_Keep (.q(MemWrite_EXE), .d(MemWrite), .reset, .clk);
	D_FF ALUSrc_Keep (.q(ALUSrc_EXE), .d(ALUSrc), .reset, .clk);
	D_FF RegWrite_Keep (.q(RegWrite_EXE), .d(RegWrite), .reset, .clk);
	D_FF setFlag_Keep (.q(setFlag_EXE), .d(setFlag), .reset, .clk);
	D_FF bl_Keep (.q(bl_EXE), .d(bl), .reset, .clk);
	D_FF_3 ALUControl_Keep (.q(ALUControl_EXE), .d(ALUControl), .reset, .clk);
	D_FF_5 Aw_Keep (.q(Aw_EXE), .d(Aw), .reset, .clk);
	D_FF_64 PC0_Keep (.q(PC0_out), .d(PC0_in), .reset, .clk);
	D_FF_64 readData1_Keep (.q(readData1_EXE), .d(readData1), .reset, .clk);
	D_FF_64 readData2_Keep (.q(readData2_EXE), .d(readData2), .reset, .clk);
	D_FF_64 newAddress_Keep (.q(newAddress_EXE), .d(newAddress), .reset, .clk);
endmodule
module EXE_To_MEM (clk, reset, Aw_EXE, address_BL_EXE, readData2_EXE, MemWrite_EXE, MemRead_EXE, MemtoReg_EXE, RegWrite_EXE,
  Aw_MEM, address_BL_MEM, readData2_MEM, MemWrite_MEM, MemRead_MEM, MemtoReg_MEM, RegWrite_MEM);
    input logic clk, reset, MemWrite_EXE, MemRead_EXE, MemtoReg_EXE, RegWrite_EXE;
	 input logic [4:0] Aw_EXE;
    input logic [63:0] address_BL_EXE, readData2_EXE;
    output MemWrite_MEM, MemRead_MEM, MemtoReg_MEM, RegWrite_MEM;
	 output [4:0] Aw_MEM;
    output [63:0] address_BL_MEM, readData2_MEM;
    D_FF MemWrite_Keep (.q(MemWrite_MEM), .d(MemWrite_EXE), .reset, .clk);
    D_FF MemRead_Keep (.q(MemRead_MEM), .d(MemRead_EXE), .reset, .clk);
    D_FF MemtoReg_Keep (.q(MemtoReg_MEM), .d(MemtoReg_EXE), .reset, .clk);
    D_FF RegWrite_Keep (.q(RegWrite_MEM), .d(RegWrite_EXE), .reset, .clk);
	 D_FF_5 Aw_Keep (.q(Aw_MEM), .d(Aw_EXE), .reset, .clk);
    D_FF_64 address_Keep (.q(address_BL_MEM), .d(address_BL_EXE), .reset, .clk);
    D_FF_64 readData2_Keep (.q(readData2_MEM), .d(readData2_EXE), .reset, .clk);
endmodule
module MEM_TO_WR (clk, reset, Aw_MEM, RegWrite_MEM, newWriteData_MEM, Aw_WR, RegWrite_WR,newWriteData_WR);
	input logic clk, reset, RegWrite_MEM;
	input logic [63:0] newWriteData_MEM;
	input logic [4:0] Aw_MEM;
	output RegWrite_WR;
	output [63:0] newWriteData_WR;
	output [4:0] Aw_WR;
	D_FF RegWrite_Keep (.q(RegWrite_WR), .d(RegWrite_MEM), .reset, .clk);
	D_FF_5 Aw_Keep (.q(Aw_WR), .d(Aw_MEM), .reset, .clk);
	D_FF_64 writeData_Keep (.q(newWriteData_WR), .d(newWriteData_MEM), .reset, .clk);
endmodule
</file>
<file path="flow/run.sh">
#!/bin/bash
# OpenROAD 26Q1-2900-gdf79404cd8, Yosys 0.63+post, stock flow scripts
make -C /OpenROAD-flow-scripts/flow DESIGN_CONFIG=/design/flow/config.mk WORK_HOME=/design/flow/orfs finish
</file>
<file path="flow/constraint.sdc">
current_design DEC_To_EXE

set clk_period 1.0
set clk_io_pct 0.2

create_clock -name clk0 -period $clk_period [get_ports {clk}]

set non_clock_inputs [all_inputs -no_clocks]
set_input_delay [expr $clk_period * $clk_io_pct] -clock clk0 $non_clock_inputs
set_output_delay [expr $clk_period * $clk_io_pct] -clock clk0 [all_outputs]
</file>
<file path="flow/config.mk">
export PLATFORM = sky130hd
export DESIGN_NAME = DEC_To_EXE
export DESIGN_NICKNAME = DEC_To_EXE
export VERILOG_FILES = /design/flow/design.v
export SDC_FILE = /design/flow/constraint.sdc
export NUM_CORES = 4
export LEC_CHECK = 1
export CORE_AREA = 10 10 214 214
export DIE_AREA = 0 0 224 224
</file>
==> flow_summary.json <==
{
  "logic_area_um2": 1030,
  "cts_sinks": 7,
  "synth.logic.top_family": "buffers and inverters",
  "ys_seq_elements": 7,
  "path_clk_slew_ps": 30,
  "drv_slew": 0,
  "area_growth_pct": -5.02,
  "postCtsSetupBuffers": 0,
  "path_class": "reg -> out",
  "fp.dieW_um": 224,
  "ios": 544,
  "yosys.area_share.aoi_pct": 0,
  "drt-total-wl_mm": 4.19,
  "grt_pass1_wl_mm": 5.52,
  "cts_buffer_depth": 2,
  "utilization_pct": 5.02,
  "syn_area_per_cell_um2": 7.78,
  "ys_chip_area_um2": 2170,
  "via_count": 900,
  "timing.final.crit_period_ps": 951,
  "dp.final_hpwl_mm": 4.01,
  "ys_cells": 279,
  "grt-ovfl-total": 0,
  "antennaDiodeCount": 0,
  "drive_gt1_share_pct": 1.01,
  "warning_count": 289,
  "finalHoldViolations": 0,
  "grt_pass1_vias": 1361,
  "run_status": "complete, no violations",
  "synth_cell_types": 4,
  "antenna_found_initial": 0,
  "grt_max_degree": 8,
  "htree_levels": 1,
  "finalClockPeriodUsage_pct": 95.1,
  "placed_cell_area_um2": 1990,
  "setup_violations": 0,
  "worst_slack_ps": 49.2,
  "ys_seq_share_pct": 6.46,
  "powerDensity_nw_per_um2": 530,
  "cp.required_ps": 800,
  "final_area_um2": 2060,
  "io_buffer_count": 15,
  "syn_area_um2": 2170,
  "cts_tree": "yes",
  "root_buffer": "clkbuf_16",
  "gp_congestion": 0.622,
  "dr.pass1.iters": 2,
  "fp_util_pct": 5.29,
  "ir_worst_vdd_mv": 0.639,
  "fmax_ghz": 1.05,
  "critPathTopFamily": "flip-flops",
  "regArea_um2": 140,
  "drtIter0Drc": 6,
  "ys_sh_adder_pct": 0,
  "rows": 74,
  "wire_per_inst_um": 5.06,
  "cap_violations": 0,
  "dp_slack_ps": -10.3,
  "p_total_uw": 1090,
  "yosysWarnings": 265,
  "grt_setup_unrepaired": "false",
  "crit_chain": "dlygate4sd2_1",
  "core_area_um2": 41000,
  "min_path_type": "in -> reg",
  "numCtsBuffers": 3,
  "viasPerCell": 1.09,
  "crit_slowest_cell": "dfxtp_1",
  "die_h_um": 224,
  "simple_gate_area_share_pct": 2.02,
  "grt_use_total_pct": 1.28,
  "fillers": 4797,
  "worst_setup_path_start_kind": "flip-flop",
  "syn_inst": 279,
  "crit_arrival_ps": 750,
  "worstPathMaxFanout": 1,
  "p_leak_uw": 0.00105,
  "path_buffers": 1,
  "drc": 0,
  "dieArea_um2": 50200,
  "ant_nets": 0,
  "setup_tns_ps": 0,
  "ys_sh_xor_pct": 0,
  "cp-end-kind": "output port",
  "mux_area_share_pct": 0,
  "max_stage_delay_ps": 290
}
[area by class of cell]
cell class                      count  share of cell area, %
Multi-Input combinational cell    271                   50.2
Tap cell                          532                   32.3
Timing Repair Buffer               15                   6.86
Sequential cell                     7                   6.80
Clock buffer                        4                   3.83
[flip-flops by register name, summed over array words and instances, names as in the netlist]
name and cells:
bl_Keep.q 1, setFlag_Keep.q 1, MemRead_Keep.q 1, MemWrite_Keep.q 1, RegWrite_Keep.q 1, ALUSrc_Keep.q 1
MemtoReg_Keep.q 1
[where the power goes]
part / leakage, uW / switching, uW / total (uW) / internal [uW]
combinational: 0.000949 / 83.5 / 131 / 47.1
sequential: 0.0000583 / 2.81 / 299 / 296
clock: 0.0000382 / 134 / 663 / 529
total: 0.00105 / 221 / 1090 / 872
[per-layer routing]
layer	wire [um]	vias to the layer above	part of all wire (%)	global-route usage, %
li1	-	345	-	-
met1	1920	341	46	1.51
met2	1280	212	31	1.55
met3	897	2	21	1.30
met4	92	0	2.2	0.329
met5	0	-	0	0
[cell usage after synthesis]
| cell | number | area (um2) |
|---|---|---|
| dfxtp_1 | 7 | 140 |
| conb_1 | 1 | 3.75 |
| nor2b_1 | 7 | 43.8 |
| buf_4 | 264 | 1980 |
[per-stage QoR]
stage / hold slack, ps / std cells
floorplan: 272 / 542
global placement: 764 / 825
detailed placement: 762 / 825
CTS: 527 / 829
global route: 536 / 829
finish: 529 / 829
[cells in the final DEF, fill, tap and decap left out]
| cell type | netlist | final |
|---|---|---|
| clkbuf_1 | 0 | 1 |
| nor2b_1 | 7 | 7 |
| clkbuf_16 | 0 | 3 |
| conb_1 | 1 | 264 |
| dlygate4sd2_1 | 0 | 7 |
| dfxtp_1 | 7 | 7 |
| clkdlybuf4s50_1 | 0 | 8 |
[kinds of logic (layout without fill, tap and decap cells)]
kind of cell | Yosys count | after routing
buffers and inverters | 264 | 19
DFF | 7 | 7
and+or+nand+nor | 7 | 7
other | 1 | 264
[worst paths after layout]
kind / from / endpoint / slack [ps] / cells past startpoint
worst max-delay path: MemWrite_Keep.q$_SDFF_PP0_ / MemWrite_EXE / 50 / 1
worst min-delay path: MemWrite / MemWrite_Keep.q$_SDFF_PP0_ / 530 / 2
[repair_timing]
action / CTS / global route
hold buffers: 0 / 0
gates resized: 7 / 0
setup endpoints to repair: 7 / 0
No activity file was given, so power comes from the tool's default toggle rates.
